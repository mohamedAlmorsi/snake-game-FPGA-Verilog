$ cat design.v
module VGA_Controller(VGA_clk, xCount, yCount, displayArea, VGA_hSync, VGA_vSync, blank_n);
	input VGA_clk;
	output reg [9:0]xCount, yCount; 
	output reg displayArea;  
	output VGA_hSync, VGA_vSync, blank_n;
	reg p_hSync, p_vSync; 
	integer porchHF = 640;  
	integer syncH = 655; 
	integer porchHB = 747;  
	integer maxH = 793;  
	integer porchVF = 480;  
	integer syncV = 490;  
	integer porchVB = 492;  
	integer maxV = 525;  
	always@(posedge VGA_clk)
	begin
		if(xCount === maxH)
			xCount <= 0;
		else
			xCount <= xCount + 1;
	end
	always@(posedge VGA_clk)
	begin
		if(xCount === maxH)
		begin
			if(yCount === maxV)
				yCount <= 0;
			else
			yCount <= yCount + 1;
		end
	end
	always@(posedge VGA_clk)
	begin
		displayArea <= ((xCount < porchHF) && (yCount < porchVF)); 
	end
	always@(posedge VGA_clk)
	begin
		p_hSync <= ((xCount >= syncH) && (xCount < porchHB)); 
		p_vSync <= ((yCount >= syncV) && (yCount < porchVB)); 
	end
	assign VGA_vSync = ~p_vSync; 
	assign VGA_hSync = ~p_hSync;
	assign blank_n = displayArea;
endmodule	
$ cat run.sh
#!/bin/bash
# OpenROAD 26Q1-2900-gdf79404cd8, Yosys 0.63+post, stock flow scripts
make -C /OpenROAD-flow-scripts/flow DESIGN_CONFIG=/design/flow/config.mk WORK_HOME=/design/flow/orfs finish
$ cat config.mk
export PLATFORM = sky130hd
export DESIGN_NAME = VGA_Controller
export DESIGN_NICKNAME = VGA_Controller
export VERILOG_FILES = /design/flow/design.v
export SDC_FILE = /design/flow/constraint.sdc
export NUM_CORES = 4
export LEC_CHECK = 1
export CORE_AREA = 10 10 89 89
export DIE_AREA = 0 0 99 99
$ cat constraint.sdc
current_design VGA_Controller

set clk_period 3.4
set clk_io_pct 0.2

create_clock -name clk0 -period $clk_period [get_ports {VGA_clk}]

set non_clock_inputs [all_inputs -no_clocks]
set_input_delay [expr $clk_period * $clk_io_pct] -clock clk0 $non_clock_inputs
set_output_delay [expr $clk_period * $clk_io_pct] -clock clk0 [all_outputs]
==> impl_metrics.env <==
# source this file to load flow results
export IMPL_die_w_um=99
export IMPL_grt_overflow=0
export IMPL_die_y_um=99
export IMPL_crit_fanout=13
export IMPL_yosys_register_bits=23
export IMPL_power_uw=454
export IMPL_first_iter_violations=48
export IMPL_grt_pass1_wl_um=4150
export IMPL_worstMarginPinSlew_ns=0.775
export IMPL_cts_tree="yes"
export IMPL_placedCellCount=203
export IMPL_via_per_inst=4.07
export IMPL_hold_buffers=0
export IMPL_ys_flop_type="dfxtp_1"
export IMPL_crit_type="reg2reg"
export IMPL_drive_gt1_share_pct=5.30
export IMPL_drv_slew=0
export IMPL_async_flop_share_pct=0
export IMPL_finalSetupViolations=0
export IMPL_ys_types=27
export IMPL_root_buffer="clkbuf_8"
export IMPL_rsz0062_at_grt="false"
export IMPL_ys_area_um2=1080
export IMPL_die_area_um2=9800
export IMPL_top_cells_by_area="edfxtp_1 (28%), dfxtp_1 (24%), xor2_1 (5.7%)"
export IMPL_drv_cap=0
export IMPL_fmax_mhz=488
export IMPL_edf_count=10
export IMPL_port_buffers=24
export IMPL_crit_arrival_ns=2.22
export IMPL_htreeDepth=1
export IMPL_ys_seq_share_pct=52.1
export IMPL_warnings=27
export IMPL_track_usage_pct=4.93
export IMPL_area_delta_synth_final_pct=35.0
export IMPL_path_clk_slew_ns=0.08
export IMPL_dp_hpwl_um=1850
export IMPL_post_route_period_util_pct=60.3
export IMPL_drc=0
export IMPL_yosys_cells=105
export IMPL_fillers=627
export IMPL_relSlewSlack_pct=47.9
export IMPL_gp_congestion=0.821
export IMPL_wl_per_cell_um=11.9
export IMPL_vias=843
export IMPL_cts_sinks=23
export IMPL_status="completed"
export IMPL_start_kind="flop"
export IMPL_syn_area_um2=1080
export IMPL_top_cell_area_share_pct=27.9
export IMPL_syn_inst=105
export IMPL_core_area_um2=5990
export IMPL_end_kind="flop"
export IMPL_clock_latency_late_pin_ns=0.26
export IMPL_top_usage_layer="met2"
export IMPL_post_place_ws_ns=1.33
export IMPL_stdcell_area_um2=1450
export IMPL_grt_start_max_net_pins=14
export IMPL_min_path_type="reg2reg"
export IMPL_use_met1_pct=6.93
export IMPL_grt_util_met3_pct=0.775
export IMPL_post_cts_buffers=0
export IMPL_vdd_ir_drop_max_mv=0.122
export IMPL_antenna_found_initial=0
export IMPL_first_pass_iters=4
export IMPL_yosysWarnings=1
export IMPL_grt_pass1_vias=789
export IMPL_final_cell_count_no_fill=207
export IMPL_fp_row_count=28
export IMPL_post_route_min_period_ns=2.05
export IMPL_skew_ns=0.00426
export IMPL_synthTopCellsByCount="nor2_1 (15), dfxtp_1 (13), edfxtp_1 (10)"
export IMPL_finalHoldViolCount=0
export IMPL_top_cell="nor2_1"
export IMPL_fin_tns_setup_ns=0
export IMPL_placed_cell_area_um2=1410
export IMPL_p_leak_uw=0.000533
export IMPL_worst_slack_ns=1.35
export IMPL_synth_top_cell_by_area="edfxtp_1"
export IMPL_cts_max_path_buffers=2
export IMPL_critPathRequiredTime_ns=3.56
export IMPL_antenna_cells=0
export IMPL_power_density_nw_per_um2=313
export IMPL_cts_resized=0
export IMPL_numCtsBuffers=3
export IMPL_met2_usage_pct=7.82
export IMPL_antenna_left=0
export IMPL_wirelength_um=2460
export IMPL_io_pins=25
export IMPL_syn_area_per_cell_um2=10.2
export IMPL_initCoreUtil_pct=18.0
## final cells by class
| cell class | count | area [um2] | area share [%] |
|---|---|---|---|
| Timing Repair Buffer | 25 | 248 | 17.1 |
| Clock inverter | 1 | 5.00 | 0.345 |
| Tap cell | 75 | 93.8 | 6.46 |
| Multi-Input combinational cell | 74 | 482 | 33.2 |
| Clock buffer | 3 | 41.3 | 2.84 |
| Inverter | 6 | 22.5 | 1.55 |
| Sequential cell | 23 | 561 | 38.6 |
## logic make-up after synthesis
logic type	count (synthesis)	synth area share [%]
AND-OR/OR-AND	9	4.65
XOR/XNOR	13	10.6
adder cells (fa/ha/maj)	4	4.65
buffers and inverters	8	3.14
flip-flops	23	52.1
AND/OR/NAND/NOR	48	24.9
## power by group
| group | internal (uW) | switching (uW) | leakage, uW |
|---|---|---|---|
| clock network | 81.7 | 86.9 | 0.0000255 |
| registers | 285 | 0 | 0.000221 |
| logic | 0 | 0 | 0.000286 |
## layer usage
metal  vias up  routed length (um)
li1        431                   -
met4         0                  49
met5         -                   0
met3         4                  83
met1       393                1150
met2        15                1180
## worst max-delay path: stages, from the launching register on
cell,delay [ns]
dfxtp_1,0.37
or4b_1,0.59
nor4_4,0.68
buf_4,0.26
nor2_1,0.05
## worst paths after layout
check	startpoint	end	slack [ns]	cells past startpoint
worst max-delay path	xCount[7]$_SDFF_PN0_	xCount[4]$_SDFF_PN0_	1.35	4
worst min-delay path	xCount[0]$_SDFF_PN0_	xCount[0]$_SDFF_PN0_	0.49	1
worst max register to register	xCount[7]$_SDFF_PN0_	xCount[4]$_SDFF_PN0_	1.35	4
worst min register to register	xCount[0]$_SDFF_PN0_	xCount[0]$_SDFF_PN0_	0.49	1
## per-stage QoR
stage | hold WS (ns) | utilization [%]
3_3_place_gp | 0.465 | 23.5
4_1_cts | 0.501 | 24.2
2_1_floorplan | 0.433 | -
3_5_place_dp | 0.477 | 23.5
5_1_grt | 0.544 | 24.2
6_report | 0.490 | 24.2
## state kept, by name, summed over array words and instances, names as in the netlist
register	flops
p_hSync	1
yCount	10
displayArea	1
xCount	10
p_vSync	1
## cell usage in the layout, fill, tap and decap left out
cell,instances
clkdlybuf4s50_1,24
nand4_1,5
nor3_1,4
dfxtp_1,13
ha_1,4
inv_1,6
or4_1,2
o31ai_1,2
xnor2_1,6
or4b_2,1
nor4_1,1
nand3b_1,1
nor2_1,15
buf_4,1
nand3_1,5
and3_1,2
a21oi_1,4
nor4b_1,1
nand2_1,6
clkbuf_8,3
or3_1,1
clkinv_2,1
xor2_1,7
and4_1,1
or4b_1,1
edfxtp_1,10
nor4_4,1
o21ai_0,3
and2_1,1
Power is estimated from default activity; no workload was simulated.
