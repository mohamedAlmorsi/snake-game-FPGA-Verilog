$ cat /design/flow/design.v
module Clks_Generator(master_clk, update,VGA_clk);
	input master_clk;
	output reg update,VGA_clk;
	reg [21:0]count;	
	reg q;
	always@(posedge master_clk)
	begin
		count <= count + 1;
		if(count == 2000000)
		begin
			update <= ~update;
			count <= 0;
		end	
	end
	always@(posedge master_clk)
	begin
		q <= ~q; 
		VGA_clk <= q;
	end
endmodule
$ cat /design/flow/config.mk
export PLATFORM = sky130hd
export DESIGN_NAME = Clks_Generator
export DESIGN_NICKNAME = Clks_Generator
export VERILOG_FILES = /design/flow/design.v
export SDC_FILE = /design/flow/constraint.sdc
export NUM_CORES = 4
export LEC_CHECK = 1
export CORE_AREA = 10 10 83 83
export DIE_AREA = 0 0 93 93
$ cat /design/flow/constraint.sdc
current_design Clks_Generator

set clk_period 3.2
set clk_io_pct 0.2

create_clock -name clk0 -period $clk_period [get_ports {master_clk}]

set non_clock_inputs [all_inputs -no_clocks]
set_input_delay [expr $clk_period * $clk_io_pct] -clock clk0 $non_clock_inputs
set_output_delay [expr $clk_period * $clk_io_pct] -clock clk0 [all_outputs]
$ cat /design/flow/run.sh
#!/bin/bash
# OpenROAD 26Q1-2900-gdf79404cd8, Yosys 0.63+post, stock flow scripts
make -C /OpenROAD-flow-scripts/flow DESIGN_CONFIG=/design/flow/config.mk WORK_HOME=/design/flow/orfs finish
==> run_summary.xml <==
<?xml version="1.0" encoding="UTF-8"?>
<metrics>
  <group name="clock_network">
    <metric name="clock_sink_count" unit="">25</metric>
    <metric name="clk_pin_slew" unit="ns">0.09</metric>
    <metric name="cts-root-to-sink-buffers" unit="">2</metric>
    <metric name="cts_htree_levels" unit="">1</metric>
    <metric name="number_of_buffers_inserted_during_clock_tree_synthesis" unit="">3</metric>
    <metric name="cts.root.buffer_cell" unit="">sky130_fd_sc_hd__clkbuf_8</metric>
    <metric name="tritoncts" unit="">done</metric>
    <metric name="holdBufCountCts" unit="">0</metric>
    <metric name="clkLatencyLatePin" unit="ns">0.27</metric>
    <metric name="cts_resized" unit="">0</metric>
    <metric name="postCtsSetupRepairBufs" unit="">0</metric>
  </group>
  <group name="run">
    <metric name="maxCapViolations" unit="">0</metric>
    <metric name="warning_count" unit="">26</metric>
  </group>
  <group name="route">
    <metric name="detail_route.vias_per_cell" unit="">3.89</metric>
    <metric name="detailedRoute.firstIterationViolations" unit="">33</metric>
    <metric name="drc_errors" unit="">0</metric>
    <metric name="wl_per_cell" unit="um">9.18</metric>
    <metric name="dr.pass1.iters" unit="">4</metric>
    <metric name="vias" unit="">735</metric>
    <metric name="route.antenna.diode_count" unit="">0</metric>
    <metric name="routed_wirelength" unit="um">1740</metric>
    <metric name="antenna_left" unit="">0</metric>
  </group>
  <group name="synthesis">
    <metric name="area_reported_by_yosys_stat" unit="um^2">1050</metric>
    <metric name="ys_seq_elements" unit="">25</metric>
    <metric name="yosys_cell_count" unit="">113</metric>
    <metric name="synthDominantAreaCellType" unit="">sky130_fd_sc_hd__dfxtp_1</metric>
    <metric name="syn-instance-count" unit="">113</metric>
    <metric name="ys.warnings.count" unit="">1</metric>
    <metric name="synth_area" unit="um^2">1050</metric>
    <metric name="synth-seq-area-share" unit="%">48.4</metric>
    <metric name="synthDominantCellAreaShare" unit="%">45.6</metric>
    <metric name="area_leaders" unit="">sky130_fd_sc_hd__dfxtp_1 (46%), sky130_fd_sc_hd__xnor2_1 (10%), sky130_fd_sc_hd__nor2_1 (4.3%), sky130_fd_sc_hd__nand4_1 (3.6%), sky130_fd_sc_hd__xor2_1 (3.3%)</metric>
    <metric name="postSynthAreaPerCell" unit="um^2">9.33</metric>
    <metric name="yosysUniqueCellTypes" unit="">24</metric>
  </group>
  <group name="grt">
    <metric name="grt_start_max_net_pins" unit="">16</metric>
    <metric name="grt_use_total" unit="%">4.09</metric>
    <metric name="first_pass_grt_wire_length" unit="um">3020</metric>
    <metric name="grt.overflow.total" unit="">0</metric>
    <metric name="vias_in_the_first_global_route" unit="">713</metric>
    <metric name="grt_antenna_before_repair" unit="">0</metric>
  </group>
  <group name="placed_design">
    <metric name="dp_hpwl" unit="um">1280</metric>
    <metric name="io_buffers" unit="">2</metric>
    <metric name="placedInstanceArea" unit="um^2">1160</metric>
    <metric name="dpl_worst_slack" unit="ns">1.11</metric>
    <metric name="gp_congestion" unit="">0.795</metric>
  </group>
  <group name="sta">
    <metric name="post-route-period-util" unit="%">65.7</metric>
    <metric name="fmax" unit="MHz">476</metric>
    <metric name="worst_clock_skew" unit="ns">0.00249</metric>
    <metric name="tns" unit="ns">0</metric>
    <metric name="final_hold_viol_count" unit="">0</metric>
    <metric name="rsz0062_at_grt" unit="">no</metric>
    <metric name="final_max_slew_viol_count" unit="">0</metric>
    <metric name="relative_slew_slack" unit="%">62.0</metric>
    <metric name="tightest_slew" unit="ns">0.565</metric>
    <metric name="fin_ws" unit="ns">1.10</metric>
    <metric name="min_period" unit="ns">2.10</metric>
    <metric name="final-setup-viol-count" unit="">0</metric>
  </group>
  <group name="final_layout">
    <metric name="post_route_cells_drive_above_1_share" unit="%">6.72</metric>
    <metric name="postLayoutCellArea" unit="um^2">1210</metric>
    <metric name="area_growth_syn_to_layout" unit="%">14.8</metric>
  </group>
  <group name="floorplanning">
    <metric name="core_area" unit="um^2">5140</metric>
    <metric name="chip_area" unit="um^2">8650</metric>
    <metric name="die_width" unit="um">93</metric>
    <metric name="ios" unit="">3</metric>
    <metric name="initial_core_util" unit="%">20.5</metric>
    <metric name="rows" unit="">26</metric>
    <metric name="die_h" unit="um">93</metric>
  </group>
  <group name="power_and_ir_drop">
    <metric name="power.density" unit="nW/um^2">414</metric>
    <metric name="power.total" unit="uW">502</metric>
    <metric name="power_leakage" unit="uW">0.000402</metric>
    <metric name="ir_drop" unit="uV">147</metric>
  </group>
  <group name="worst_setup_path">
    <metric name="worst_ep_required_time" unit="ns">3.34</metric>
    <metric name="critical_path_class" unit="">flip-flop to flip-flop</metric>
    <metric name="worst-endpoint-arrival" unit="ns">2.25</metric>
    <metric name="critPathCaptureType" unit="">flip-flop</metric>
    <metric name="crit_path_start_kind" unit="">flip-flop</metric>
    <metric name="path_max_fanout" unit="">10</metric>
  </group>
  <group name="status">
    <metric name="run_status" unit="">complete, no violations</metric>
  </group>
  <group name="worst_hold_path">
    <metric name="worstHoldPathType" unit="">flip-flop to flip-flop</metric>
  </group>
</metrics>
==> worst max-delay path, cell delays in order, from the launching register on <==
cell                      delay, ns
sky130_fd_sc_hd__dfxtp_1       0.35
sky130_fd_sc_hd__or4_1         0.51
sky130_fd_sc_hd__or4_4         0.45
sky130_fd_sc_hd__nor4_4        0.58
sky130_fd_sc_hd__nor2_1        0.10
==> where the power goes <==
group	leakage (uW)	total [uW]	internal, uW	switching [uW]
Clock	0.0000217	189	88.2	101
Sequential	0.000205	312	312	0
Combinational	0.000176	0.000176	0	0
==> kinds of logic (layout without fill, tap and decap cells) <==
family	count (synthesis)	count (layout)	synth area share, %
AOI/OAI and AO/OA	8	8	4.51
xor gates and xnor gates	16	16	13.3
adders and majority gates	2	2	2.37
buffers and inverters	8	14	2.85
DFF	25	25	48.4
and+or+nand+nor	54	54	28.6
==> cells in the mapped netlist, drive strengths merged <==
cell,instances
inv,8
or4,2
and2,3
o21ai,2
nand4b,1
xnor2,12
and4,1
edfxtp,1
nand3,6
nand2,8
nor4,4
nand4,6
a31o,2
ha,2
and3,3
nor2,12
or3,3
xor2,4
dfxtp,24
a21oi,4
nor2b,1
nor3,4
==> placed cells by master (no fill, tap or decap), drive strengths merged, types with 3 or more instances in the layout <==
| cell | netlist | routed |
|---|---|---|
| clkbuf | 0 | 3 |
| a21oi | 4 | 4 |
| xnor2 | 12 | 12 |
| or3 | 3 | 3 |
| nor4 | 4 | 4 |
| dfxtp | 24 | 24 |
| nor2 | 12 | 12 |
| inv | 8 | 8 |
| nand4 | 6 | 6 |
| xor2 | 4 | 4 |
| nand3 | 6 | 6 |
| and3 | 3 | 3 |
| nor3 | 4 | 4 |
| and2 | 3 | 3 |
| nand2 | 8 | 8 |
==> cell type report <==
type | count | area, um^2
Sequential cell | 25 | 510
Inverter | 8 | 30.0
Timing Repair Buffer | 2 | 20.0
Multi-Input combinational cell | 80 | 514
Tap cell | 70 | 87.6
Clock inverter | 1 | 7.51
Clock buffer | 3 | 41.3
Fill cell | 573 | 3930
==> metrics by stage <==
step                      hold slack [ns]  instances  utilization (%)
after CTS                           0.354        189             23.6
final                               0.353        189             23.6
after detailed placement            0.337        185             22.6
after floorplan                     0.331        113                -
after global routing                0.364        189             23.6
after global placement              0.337        185             22.6
==> metal layers <==
metal / vias to the layer above / GRT usage (%) / routed length (um)
li1: 405 / - / -
met1: 317 / 5.56 / 899
met2: 11 / 6.54 / 722
met3: 2 / 0.727 / 71
met4: 0 / 1.16 / 40
met5: - / 0 / 0
==> flip-flops by register name (all words and copies together) (netlist names) <==
signal,count
update,1
q,1
VGA_clk,1
count,22
==> worst paths after layout <==
path / startpoint / slack, ns / end / cells past startpoint
max: count[5]$_SDFF_PN0_ / 1.10 / count[15]$_SDFF_PN0_ / 4
min: q$_DFF_P_ / 0.35 / VGA_clk$_DFF_P_ / 0
max reg2reg: count[5]$_SDFF_PN0_ / 1.10 / count[15]$_SDFF_PN0_ / 4
min reg2reg: q$_DFF_P_ / 0.35 / VGA_clk$_DFF_P_ / 0
No activity file was given, so power comes from the tool's default toggle rates.
